===== ./design.v =====
`timescale 1ns/10ps
module priority_148 (a, ei, y, gs, eo);
   parameter delay = 14;
   input [7:0]  a;
   input 	ei;
   output [2:0] y;
   output 	gs;
   output 	eo;
   reg 		gs0;
   reg [3:0] 	y0;
   assign eo = {ei, a} == 9'd255 ? 1'b0 : 1'b1;
   assign gs = (ei == 0) && (a != 8'd255) ? 1'b0: 1'b1;
   assign y = (ei == 1) ? 7 :
	      (a[7] == 0) ? 0 :
	      (a[6] == 0) ? 1 :
	      (a[5] == 0) ? 2 :
	      (a[4] == 0) ? 3 :
	      (a[3] == 0) ? 4 :
	      (a[2] == 0) ? 5 :
	      (a[1] == 0) ? 6 : 7;
endmodule  

===== ./config.mk =====
export PLATFORM = sky130hd
export DESIGN_NAME = priority_148
export DESIGN_NICKNAME = priority_148
export VERILOG_FILES = /design/flow/design.v
export SDC_FILE = /design/flow/constraint.sdc
export NUM_CORES = 4
export LEC_CHECK = 1
export CORE_AREA = 10 10 70 70
export DIE_AREA = 0 0 80 80

===== ./run.sh =====
#!/bin/bash
# OpenROAD 26Q1-2900-gdf79404cd8, Yosys 0.63+post, stock flow scripts
make -C /OpenROAD-flow-scripts/flow DESIGN_CONFIG=/design/flow/config.mk WORK_HOME=/design/flow/orfs finish

===== ./constraint.sdc =====
current_design priority_148

set clk_period 1.0
set clk_io_pct 0.2

create_clock -name clk0 -period $clk_period

set non_clock_inputs [all_inputs -no_clocks]
set_input_delay [expr $clk_period * $clk_io_pct] -clock clk0 $non_clock_inputs
set_output_delay [expr $clk_period * $clk_io_pct] -clock clk0 [all_outputs]

==> flow_summary.json <==
{
  "gp_congestion": 0.677,
  "fin_crit_sh": 1.07,
  "setup_viol": 2,
  "grt_max_degree": 5,
  "insertedDiodeCount": 0,
  "worstPathRequired_ns": 0.80,
  "syn_inst": 15,
  "overflow": 0,
  "ys_warn_count": 0,
  "ys_cells": 15,
  "wl_per_cell_um": 7.23,
  "drtIter0Drc": 5,
  "crit_path_start": "a[5]",
  "final_core_util": 0.0832,
  "vias": 187,
  "maxSlewHeadroom": 0.883,
  "worstPathArrival_ns": 0.87,
  "place_inst": 77,
  "grt_usage": 0.0166,
  "hold_depth": 3,
  "total_power_uw": 83.0,
  "clock.fmax_mhz": 936,
  "grt_pass1_vias": 204,
  "antenna_found_initial": 0,
  "hp-class": "primary input to output pin",
  "layout_top_cell": "buf_6",
  "nFillCells": 405,
  "rsz0062_at_grt": "yes",
  "core_area_mm2": 0.00342,
  "postRouteAntennaNets": 0,
  "drc": 0,
  "synthDistinctLibCells": 8,
  "max-cap-violations": 0,
  "worstHoldStart": "a[6]",
  "placed_area_um2": 292,
  "setup_slack_ns": -0.0685,
  "start_kind": "primary input",
  "hold_viol_final": 0,
  "tightest_slew_ns": 0.173,
  "worstSetupEndpointType": "output pin",
  "initCoreUtil": 0.0231,
  "grt_first_pass_wirelength_um": 917,
  "final_cell_mix": "6 x buf_6, 5 x buf_2, 3 x nand2_1, 3 x buf_4",
  "layout-drive-gt1-share": 0.563,
  "finalMaxSlewViolations": 0,
  "status": "finished with violations",
  "cts_hold_buffers": 0,
  "crit_type": "primary input to output pin",
  "die_h_um": 80,
  "synth-seq-area-share": 0,
  "critical_path.max_fanout": 3,
  "ys_chip_area_um2": 78.8,
  "syn2layout_area_growth_pct": 260,
  "ios": 14,
  "fin_area_um2": 284,
  "dieArea_mm2": 0.00640,
  "viasPerCell": 2.40,
  "final_cells": 78,
  "peakVddDrop_v": 0.0000254,
  "num_rows": 21,
  "syn_area_per_cell_um2": 5.26,
  "finalSetupTns_ns": -0.0896,
  "flop-count": 0,
  "drt_pass1_iterations": 2,
  "synth_area_um2": 78.8,
  "power.density_mw_per_mm2": 292,
  "final.min_clock_period_ns": 1.07,
  "ff_latch_area_um2": 0,
  "fp.dieW_um": 80,
  "leakagePower_uw": 0.000115,
  "routed_wl_um": 564,
  "io_buffers": 14,
  "violations": "negative setup slack",
  "clock_buffers": 0,
  "warning_count": 34
}
[cell families (layout without fill, tap and decap cells)]
| family | count (synthesis) | in the layout | share of synthesized area |
|---|---|---|---|
| compound gates | 6 | 6 | 0.429 |
| buf+inv | 2 | 19 | 0.0953 |
| simple gates | 7 | 7 | 0.476 |
[Yosys cell counts]
master | instances | area share
or3_1 | 1 | 0.079
a21oi_1 | 2 | 0.13
nand2_1 | 3 | 0.14
a41oi_1 | 1 | 0.11
nand4_1 | 2 | 0.16
inv_1 | 2 | 0.095
or2b_1 | 1 | 0.095
o21ai_0 | 3 | 0.19
[final timing paths]
| check | endpoint |
|---|---|
| hold / removal | y[0] |
| setup / recovery | eo |
[repair_timing]
action / 4_1_cts / 5_1_grt
pin swaps: 7 / 1
endpoints found under the hold margin: 0 / 0
buffers inserted: 1 / 0
endpoints found under the setup margin: 5 / 4
gates cloned: 0 / 0
resized: 56 / 4
[critical path, stage by stage]
cell     delay (ns)
buf_6          0.07
nand4_1        0.14
or3_1          0.34
buf_2          0.12
[final cells by class]
class / count / area, um2 / area share
Inverter: 2 / 7.51 / 0.0264
Multi-Input combinational cell: 13 / 75.1 / 0.264
Tap cell: 46 / 57.6 / 0.203
Timing Repair Buffer: 17 / 144 / 0.507
[per-layer routing]
metal | track usage | part of all wire | up-vias
met3 | 0.00455 | 0.10 | 0
met4 | 0 | 0 | 0
met5 | 0 | 0 | -
li1 | - | - | 91
met1 | 0.0218 | 0.44 | 88
met2 | 0.0281 | 0.46 | 8
[where the power goes]
part	total (uW)	leakage, uW	switching (uW)	internal, uW
clock network	0	0	0	0
logic	83.0	0.000115	28.2	54.9
registers	0	0	0	0
[metrics by stage]
stage	worst slack (ns)	hold slack (ns)
after global placement	-0.841	1.43
final	-0.0685	0.694
after detailed placement	-0.876	1.40
after floorplan	0.181	0.447
after global routing	-0.0960	0.716
after CTS	-0.0726	0.703
Power and IR drop assume default switching activity.
