## run.sh

```bash
#!/bin/bash
# OpenROAD 26Q1-2900-gdf79404cd8, Yosys 0.63+post, stock flow scripts
make -C /OpenROAD-flow-scripts/flow DESIGN_CONFIG=/design/flow/config.mk WORK_HOME=/design/flow/orfs finish
```

## config.mk

```make
export PLATFORM = sky130hd
export DESIGN_NAME = counter193
export DESIGN_NICKNAME = counter193
export VERILOG_FILES = /design/flow/design.v
export SDC_FILE = /design/flow/constraint.sdc
export NUM_CORES = 4
export LEC_CHECK = 1
export CORE_AREA = 10 10 70 70
export DIE_AREA = 0 0 80 80
```

## constraint.sdc

```tcl
current_design counter193

set clk_period 1.5
set clk_io_pct 0.2

create_clock -name clk0 -period $clk_period [get_ports {clk}]

set non_clock_inputs [all_inputs -no_clocks]
set_input_delay [expr $clk_period * $clk_io_pct] -clock clk0 $non_clock_inputs
set_output_delay [expr $clk_period * $clk_io_pct] -clock clk0 [all_outputs]
```

## design.v

```verilog
`timescale 1ns/1ps
module counter193(clk, nclr, nload, d, q);
   parameter bits = 4;
   input 		 clk, nclr, nload;
   input [bits-1:0] 	 d;
   output reg [bits-1:0] q;
   initial begin
      q <= 0;
   end
   always @(posedge clk or negedge nclr or negedge nload) begin
      if (nclr == 0) q <= 0;
      else if (nload == 0) q <= d;
      else begin 
	 q <= q + 1;
      end
   end
endmodule  
```

==> flow_summary.rst <==
Run summary
-----------

.. list-table::
   :header-rows: 1

   * - Metric
     - Value
   * - Post-route clock period utilization
     - 84.6%
   * - Largest net degree at the start of global routing
     - 6
   * - Final routed wirelength across all metal layers
     - 696 um
   * - Initial antenna violation count
     - 0
   * - Type of element capturing the critical path
     - output pin
   * - Clock Skews
     - 0.00120 ns
   * - Clock tree from TritonCTS
     - done
   * - Yosys stat chip area
     - 224 um^2
   * - Final Instance Count excl. Fillers
     - 80
   * - Detailed Route Iter0 Violations
     - 12
   * - Final Max-Slew Violation Tally
     - 0
   * - Number of OpenROAD warnings
     - 28
   * - RSZ-0062 raised after global routing
     - no
   * - Hold buffer count at CTS
     - 0
   * - Synthesis Warnings
     - 2
   * - Post-synthesis cell count
     - 17
   * - Setup-violating endpoint count in the final report
     - 0
   * - FILL cells
     - 405
   * - Post-route setup TNS
     - 0 ns
   * - Core Box Area
     - 3420 um^2
   * - Inserted Clock Buffers
     - 3
   * - Area of the die
     - 6400 um^2
   * - Die y size
     - 80 um
   * - Standard-cell row count
     - 21
   * - Final routed wire length divided by cell count
     - 8.70 um
   * - Final ANT Viol Nets
     - 0
   * - Count of buffer and inverter cells on the critical path
     - 1
   * - Post-synthesis cell count from yosys
     - 17
   * - Startpoint kind of the worst setup timing path
     - flip-flop
   * - Met1 Track Usage GR
     - 3.63%
   * - Standard cell with the maximum stage delay on the critical path
     - sky130_fd_sc_hd__dfbbp_1
   * - Final GP Congestion
     - 0.725
   * - H-Tree Level Count
     - 1
   * - Setup Crit Path Kind
     - reg -> out
   * - Required time of the critical path
     - 1.20 ns
   * - Cell Type Count
     - 8
   * - Clock period minus final worst setup slack
     - 1.27 ns
   * - Clock sink count
     - 4
   * - Synthesized flop and latch total
     - 4
   * - Max FFs per register
     - 4
   * - Syn Area/Cell
     - 13.2 um^2
   * - Total number of vias
     - 194
   * - Number of buffers on the longest clock path
     - 2
   * - Register area share after synthesis
     - 58.1%
   * - Layout cells sized above 1
     - 23.5%
   * - Longest individual stage delay on the worst path
     - 0.53 ns
   * - Met2 Usage GRT
     - 1.85%
   * - CTS clk-pin slew, worst paths
     - 0.04 ns
   * - Largest registers
     - q: 4 flops
   * - Number of optimization iterations in the first detailed-route pass
     - 2
   * - Largest reg by FF count
     - q
   * - Die outline width
     - 80 um
   * - Global-route wire length before repair
     - 1.11 mm
   * - Result of the run
     - finished clean
   * - GRT Overall Usage
     - 2.32%
   * - Syn-to-layout area delta
     - 91.6%
   * - Largest delay share family, worst path
     - flip-flops
   * - Data arrival time at the worst-slack endpoint
     - 0.97 ns
   * - Largest fanout on the critical path
     - 2
   * - Effective utilization at floorplan
     - 6.56%
   * - Combined flip-flop and latch cell area
     - 130 um^2
   * - Layer with the highest usage after global routing
     - met1
   * - HPWL after detailed placement
     - 566 um
   * - Min-delay worst type
     - reg -> reg
   * - Post-route DRC
     - 0
   * - DR vias/cell
     - 2.43
   * - Antenna cell count
     - 0
   * - Max-cap check violation count
     - 0
   * - Overall overflow remaining after global route
     - 0
   * - Met3 track utilization from global routing
     - 2.50%
   * - Worst vdd rail ir drop
     - 236 uV
   * - Vias in the first global route
     - 237
   * - Top-Level Pins
     - 11
   * - Clock latency of the later-clocked register in the worst-skew pair
     - 0.23 ns
   * - Inst Count DP
     - 73
   * - Cell at the root of the clock tree
     - sky130_fd_sc_hd__clkbuf_4
   * - Static leakage
     - 0.000187 uW
   * - Post-synthesis cell area
     - 224 um^2
   * - Measured slew at the worst slew-check pin
     - 0.258 ns
   * - Tally of buffers added on design ports
     - 10
   * - Power density over the cells
     - 707 nW/um^2
   * - Slew headroom
     - 82.7%
   * - Ordered cell list for the critical path
     - dlygate4sd2_1
   * - Logic area
     - 93.8 um^2
   * - FMAX
     - 788 MHz
   * - Hold Vio Cnt, Final
     - 0
[timing repair]
action / in CTS / in global routing
setup endpoints to repair: 4 / 0
resized: 4 / 0
setup buffers: 4 / 0
[stage by stage]
stage	utilization, %	hold slack (ns)	area, um^2	worst slack [ns]	power [uW]
6_report	12.6	0.439	429	0.230	303
5_1_grt	12.6	0.462	429	0.170	325
4_1_cts	12.6	0.437	429	0.214	310
3_5_place_dp	11.2	0.429	382	0.155	174
3_3_place_gp	11.2	0.429	382	0.149	172
2_1_floorplan	-	0.232	224	0.568	151
[routing by layer]
metal	vias to the layer above	share of wire [%]
met2	13	19
li1	96	-
met5	-	0
met4	0	0
met1	85	61
met3	0	20
[final cells by class]
| class | count | share of cell area, % |
|---|---|---|
| clock buffer | 3 | 5.25 |
| multi-input combinational | 13 | 21.9 |
| sequential | 4 | 30.3 |
| tap | 46 | 13.4 |
| timing repair buffer | 14 | 29.2 |
[cells by family after synthesis]
group | share of synthesized area (%)
fa+ha+maj | 5.59
xor+xnor | 7.82
simple gates | 15.1
compound gates | 13.4
flops | 58.1
[worst paths after layout]
| path | from | to | slack, ns | cells after the start |
|---|---|---|---|---|
| max | q[1] | q[1] | 0.23 | 1 |
| min in group asynchronous | d[1] | q[1] | 0.46 | 2 |
| max reg2reg | q[0] | q[2] | 0.42 | 3 |
| min | q[0] | q[0] | 0.44 | 0 |
| max in group asynchronous | nload | q[2] | 0.59 | 2 |
| min reg2reg | q[0] | q[0] | 0.44 | 0 |
[cell usage after synthesis, drive strengths merged]
| cell | n | area [um^2] |
|---|---|---|
| dfbbp | 4 | 130 |
| nand2 | 4 | 15.0 |
| o21a | 4 | 30.0 |
| ha | 1 | 12.5 |
| nand3 | 1 | 5.00 |
| nor2b | 1 | 13.8 |
| xnor2 | 1 | 8.76 |
| xor2 | 1 | 8.76 |
[layout by cell type, fill, tap and decap left out]
cell,count
sky130_fd_sc_hd__ha_1,1
sky130_fd_sc_hd__dfbbp_1,4
sky130_fd_sc_hd__xnor2_1,1
sky130_fd_sc_hd__dlygate4sd2_1,4
sky130_fd_sc_hd__clkdlybuf4s50_1,6
sky130_fd_sc_hd__nand3_1,1
sky130_fd_sc_hd__o21a_1,4
sky130_fd_sc_hd__buf_4,4
sky130_fd_sc_hd__nand2_1,4
sky130_fd_sc_hd__nor2b_4,1
sky130_fd_sc_hd__clkbuf_4,3
sky130_fd_sc_hd__xor2_1,1
[power by group]
| group | internal, uW | total, uW | switching [uW] | leakage, uW |
|---|---|---|---|---|
| clock | 89.3 | 131 | 41.2 | 0.0000138 |
| combinational | 20.8 | 34.0 | 13.1 | 0.000123 |
| sequential | 139 | 139 | 0 | 0.0000508 |
| total | 249 | 303 | 54.4 | 0.000187 |
Power is estimated from default activity; no workload was simulated.
