==> flow/design.v <==
`timescale 1ns/1ps
module demux16(a, en, y);
   input [3:0] a;
	input en;
   reg [15:0]  y0;
   output [15:0] y;
   always @ (a) begin
      case (a)			// synthesis parallel_case
	0: y0 = 16'b1111111111111110;
	1: y0 = 16'b1111111111111101;
	2: y0 = 16'b1111111111111011;
	3: y0 = 16'b1111111111110111;
	4: y0 = 16'b1111111111101111;
	5: y0 = 16'b1111111111011111;
	6: y0 = 16'b1111111110111111;
	7: y0 = 16'b1111111101111111;
	8: y0 = 16'b1111111011111111;
	9: y0 = 16'b1111110111111111;
	10: y0 = 16'b1111101111111111;
	11: y0 = 16'b1111011111111111;
	12: y0 = 16'b1110111111111111;
	13: y0 = 16'b1101111111111111;
	14: y0 = 16'b1011111111111111;
	15: y0 = 16'b0111111111111111;
      endcase  
   end  
   assign y = en == 1'b1 ? y0 : 16'b1111111111111111;
endmodule  
==> flow/run.sh <==
#!/bin/bash
# OpenROAD 26Q1-2900-gdf79404cd8, Yosys 0.63+post, stock flow scripts
make -C /OpenROAD-flow-scripts/flow DESIGN_CONFIG=/design/flow/config.mk WORK_HOME=/design/flow/orfs finish
==> flow/config.mk <==
export PLATFORM = sky130hd
export DESIGN_NAME = demux16
export DESIGN_NICKNAME = demux16
export VERILOG_FILES = /design/flow/design.v
export SDC_FILE = /design/flow/constraint.sdc
export NUM_CORES = 4
export LEC_CHECK = 1
export CORE_AREA = 10 10 70 70
export DIE_AREA = 0 0 80 80
==> flow/constraint.sdc <==
current_design demux16

set clk_period 1.0
set clk_io_pct 0.2

create_clock -name clk0 -period $clk_period

set non_clock_inputs [all_inputs -no_clocks]
set_input_delay [expr $clk_period * $clk_io_pct] -clock clk0 $non_clock_inputs
set_output_delay [expr $clk_period * $clk_io_pct] -clock clk0 [all_outputs]
==> job_summary.md <==
## Synthesis and layout report

| Metric | Value |
|---|---|
| Post-synth seq share | 0 |
| CP endpoint kind | output port |
| DRT Pass-1 Iters | 4 |
| Routed vias | 336 |
| XOR Share, Synth | 0 |
| Final period utilization | 1.16 |
| Initial antenna violation count | 0 |
| VDD IR-drop max | 0.0576 mV |
| Failing checks | negative setup slack |
| Vias in the first global route | 333 |
| Most frequent cells in the layout | 15 x buf_2, 9 x buf_6, 6 x buf_4 |
| Post-Synthesis Mean Instance Area | 6.03 sq um |
| Ant. Diodes | 0 |
| Flop count | 0 |
| Worst hold path class | input port to output port |
| Mux area share | 0 |
| Adder Area Share | 0 |
| Post-DP HPWL | 869 um |
| All-Layer GR Usage | 0.0344 |
| Simple-Gate Fraction of Synth Area | 0.837 |
| Share of post-route cells with drive strength above 1 | 0.787 |
| Critical Path, Cell by Cell | buf_8 > inv_4 > or4_4 > buf_6 |
| DR iter-0 viols | 8 |
| Yosys cell count | 28 |
| PortBufs | 21 |
| WP data required | 0.80 ns |
| Vias per cell | 3.14 |
| DIE WIDTH | 80 um |
| FF+latch area | 0 sq um |
| Final hold violation count | 0 |
| Grt total ovfl | 0 |
| Routed WL per cell | 11.2 um |
| Max Cap Viol | 0 |
| Maximum clock rate | 862 MHz |
| Slew HR | 0.896 |
| PwrDens | 312 nW/um^2 |
| WP buf/inv | 3 |
| Routed WL | 1200 um |
| And-or/or-and share of the synthesized area | 0 |
| Rows | 21 |
| RD Place Congestion | 0.748 |
| Status | finished with violations |
| Largest net degree at the start of global routing | 8 |
| Final setup margin | -0.161 ns |
| Top delay family on crit path | simple AND/OR/NAND/NOR gates |
| Hold_ws | 0.667 ns |
| RSZ-0062 raised after global routing | true |
| Top non-seq family | simple AND/OR/NAND/NOR gates |
| Final setup viols | 10 |
| Cell Area, Synth | 169 sq um |
| Die Y | 80 um |
| Layout area overhead | 252% |
| Leak | 0.225 nW |
| Commonest Layout Cell | buf_2 |
| OpenROAD warning count | 34 |
| Ports | 21 |
| Worst-path maximum fanout | 4 |
| Yosys synthesis chip area | 169 sq um |
| Hold_buf cts | 0 |
| Core ar. | 3420 sq um |
| WS Path Type | input port to output port |
| Critical-path top delay cell | or4_4 |
| Clock buffer count | 0 |
| Floorplan Utilization | 0.0495 |
| Startpoint class of the critical path | input port |
| Final Critical Period | 1.16 ns |
| Slew @ Worst Pin | 0.156 ns |
| Pre-CTS WS | -0.953 ns |
| Slew Viols, Final | 0 |
| Synth warnings | 2 |
| First-pass GRT wire length | 1810 um |
| DRC violation count after routing | 0 |
| Fin util | 0.174 |
| Synth Instances | 28 |
| Die Size | 6400 sq um |
| Post-DRT Antenna Nets | 0 |
| Unique cell types | 13 |
| WP data arrival | 0.96 ns |
| Largest stage delay on the critical path | 0.52 ns |
[logic make-up after synthesis]
kind of cell	after synthesis
AND/OR/NAND/NOR	24
buffers and inverters	4
[what timing repair did]
| action | in CTS | in global routing |
|---|---|---|
| gates resized | 107 | 8 |
| endpoints found under the setup margin | 16 | 13 |
| setup buffers | 6 | 3 |
| endpoints found under the hold margin | 0 | 0 |
| pin swaps | 15 | 8 |
[cell type report]
class                      count  area (sq um)
timing repair buffer          36           317
multi-input combinational     24           214
inverter                       1          6.26
fill                         386          2820
tap                           46          57.6
[stage by stage]
stage               total power, mW  setup TNS, ns  area, sq um  instances
floorplan                    0.0424              0          173         28
global placement              0.105         -13.77          460         98
detailed placement            0.107         -13.99          460         98
CTS                           0.157         -0.506          536        104
global route                  0.200          -1.01          594        107
finish                        0.185         -0.489          594        107
[metal layers]
metal  share of wire  GRT usage  vias to the layer above
met5               0          0                        -
met4               0          0                        0
met3            0.11     0.0148                        0
met2            0.47     0.0586                       12
met1            0.41     0.0415                      155
li1                -          -                      169
[synthesized netlist by cell type (all sizes together)]
library cell,instances,area share
buf,3,0.13
inv,1,0.037
nand2,5,0.13
nand3,4,0.12
nand4,5,0.19
nor2,1,0.022
nor2b,3,0.11
nor3b,2,0.089
or3,2,0.074
or4,2,0.11
[where the power goes]
group | switching [mW] | leakage (nW) | internal, mW
sequential | 0 | 0 | 0
combinational | 0.0718 | 0.225 | 0.114
clock | 0 | 0 | 0
total | 0.0718 | 0.225 | 0.114
[path summary, 6_finish.rpt]
check,startpoint,end,slack (ns),cells past startpoint
max,a[1],y[6],-0.16,4
min,a[3],y[4],0.67,3
No activity file was given, so power comes from the tool's default toggle rates.
