--- ./constraint.sdc ---
current_design Circuit74181b

set clk_period 4.0
set clk_io_pct 0.2

create_clock -name clk0 -period $clk_period

set non_clock_inputs [all_inputs -no_clocks]
set_input_delay [expr $clk_period * $clk_io_pct] -clock clk0 $non_clock_inputs
set_output_delay [expr $clk_period * $clk_io_pct] -clock clk0 [all_outputs]
--- ./run.sh ---
#!/bin/bash
# OpenROAD 26Q1-2900-gdf79404cd8, Yosys 0.63+post, stock flow scripts
make -C /OpenROAD-flow-scripts/flow DESIGN_CONFIG=/design/flow/config.mk WORK_HOME=/design/flow/orfs finish
--- ./config.mk ---
export PLATFORM = sky130hd
export DESIGN_NAME = Circuit74181b
export DESIGN_NICKNAME = Circuit74181b
export VERILOG_FILES = /design/flow/design.v
export SDC_FILE = /design/flow/constraint.sdc
export NUM_CORES = 4
export LEC_CHECK = 1
export CORE_AREA = 10 10 70 70
export DIE_AREA = 0 0 80 80
--- ./design.v ---
`timescale 1ns/10ps
module Circuit74181b (S, A, B, M, CNb, F, X, Y, CN4b, AEB);
  input [3:0] A, B, S;
  input CNb, M; 
  output [3:0] F;
  output AEB, X, Y, CN4b;
  TopLevel74181b Ckt74181b (S, A, B, M, CNb, F, X, Y, CN4b, AEB);
endmodule  
module TopLevel74181b (S, A, B, M, CNb, F, X, Y, CN4b, AEB);
  input [3:0] A, B, S;
  input CNb, M; 
  output [3:0] F;
  output AEB, X, Y, CN4b;
  wire [3:0] E, D, C, Bb;
  Emodule Emod1 (A, B, S, E);
  Dmodule Dmod2 (A, B, S, D);
  CLAmodule CLAmod3(E, D, CNb, C, X, Y, CN4b);
  Summodule Summod4(E, D, C, M, F, AEB);
endmodule  
module Emodule (A, B, S, E);
  input [3:0] A, B, S;
  output [3:0] E;
  wire [3:0]  ABS3, ABbS2;
  assign ABS3 = A&B&{4{S[3]}};
  assign ABbS2 = A&~B&{4{S[2]}};
  assign E = ~(ABS3|ABbS2);
endmodule  
module Dmodule (A, B, S, D);
  input [3:0] A, B, S;
  output [3:0] D;
  wire [3:0]  BbS1, BS0;  
  assign BbS1 = ~B&{4{S[1]}};
  assign BS0 = B&{4{S[0]}};
  assign D = ~(BbS1|BS0|A);
endmodule  
module CLAmodule(Gb, Pb, CNb, C, X, Y, CN4b);
  input [3:0] Gb, Pb;
  input CNb; 
  output [3:0] C;
  output X, Y, CN4b;
  assign C[0] = ~CNb;
  assign C[1] = ~(Pb[0]|(CNb&Gb[0]));
  assign C[2] = ~(Pb[1]|(Pb[0]&Gb[1])|(CNb&Gb[0]&Gb[1]));
  assign C[3] = ~(Pb[2]|(Pb[1]&Gb[2])|(Pb[0]&Gb[1]&Gb[2])|(CNb&Gb[0]&Gb[1]&Gb[2]));
  assign X = ~&Gb;
  assign Y = ~(Pb[3]|(Pb[2]&Gb[3])|(Pb[1]&Gb[2]&Gb[3])|(Pb[0]&Gb[1]&Gb[2]&Gb[3]));
  assign CN4b = ~(Y&~(&Gb&CNb));
endmodule  
module Summodule(E, D, C, M, F, AEB);
  input [3:0] E, D, C;
  input M; 
  output [3:0] F;
  output AEB;
  assign F = (E ^ D) ^ (C|{4{M}});
  assign AEB = &F;
endmodule  
==> ci_impl_report.md <==
## PnR job results

| Metric | Value |
|---|---|
| Rel. slew slack | 0.726 |
| Yosys top cell area share | 0.0956 |
| Area Overhead vs Synth | 80.5% |
| HP Class | in -> out |
| Total Routing Usage GR | 0.0390 |
| Worst-Margin Slew | ~400 ps |
| Final Instance Area | 662 um2 |
| Layout cell share with drive strength beyond 1 | 0.0988 |
| Status | finished clean |
| Initial antenna violation count | 0 |
| First-pass GRT wire length | about 2.1 mm |
| Diodes inserted | 0 |
| VDD IR max | between 0.05 and 0.06 mV |
| Filler Cell Count | ~390 |
| Largest net degree at the start of global routing | 9 |
| Die area | 6400 um2 |
| Crit-path max FO | 6 |
| Reg area | 0 um2 |
| CP Launch Type | input port |
| Fin util | 0.194 |
| Initial Utilization | 0.107 |
| GRT overflow | 0 |
| Fin crit period | between 3000 and 4000 ps |
| Port-buffer cells | 22 |
| Pre-CTS setup slack | between 200 and 250 ps |
| Routed vias/inst | approximately 3.8 |
| Yosys chip area | between 300 and 400 um2 |
| Final setup vio count | 0 |
| Clkbuf count | 0 |
| Log Warnings | 32 |
| Residual DRC | 0 |
| Routability cong. | 0.829 |
| DR pass1 iterations | 4 |
| First DRT Iteration DRCs | 11 |
| Via count | around 480 |
| Setup TNS Final | 0 ps |
| Unrepaired setup endpoints after global routing | no |
| Synth Seq Share | 0 |
| Placed Area | 659 um2 |
| Worst EP arrival | approximately 3000 ps |
| Critical path type | in -> out |
| Io pins | 22 |
| HPWL Detailed | 1.17 mm |
| Final Max Tran Viols | 0 |
| Vias in the first global route | approximately 430 |
| Hold Violations, Final | 0 |
| Routed wire per std cell | 10.4 um |
| Leak | 0.000255 uW |
| Post-synth top cells | 7 x a21oi_1, 7 x nand2_1, 5 x o21ai_0 |
| Yosys top cell by area | a21oi_1 |
| Distinct cells, synth | 25 |
| Max-Cap Viols | 0 |
| CP required | between 3000 and 4000 ps |
| Floorplan core area | approximately 3400 um2 |
| Yosys warnings | 0 |
| Post-CTS setup repair buffer count | 0 |
| Avg Inst Size Synth | 6.43 um2 |
| Worst Setup Slack, final | 211 ps |
| Final antenna-violating net count | 0 |
| Die Wd | approximately 80 um |
| Yosys cell count | 57 |
| Mapped Cells | ~57 |
| Row cnt | 21 |
| Tcrit/Tclk final | 0.947 |
| Fmax | roughly 0.26 GHz |
| CP Capture Type | output pin |
| P per Cell Area | ~130 nW/um2 |
| Final wirelength | about 1.3 mm |
| Die H | 80 um |
| Top post-synthesis cells by area | a21oi_1 9.6%, xnor2_1 9.6%, nand2_1 7.2%, nand2b_1 6.8%, o21ai_0 6.8% |
| Mapped Area | 367 um2 |
| Logic area | 359 um2 |
| Seq cells | 0 |
==> through the flow <==
| step | cells | hold WS [ps] | total power [uW] |
|---|---|---|---|
| floorplan | 57 | 1680 | 34.6 |
| global placement | 127 | 2720 | 86.2 |
| detailed placement | 127 | 2710 | 86.4 |
| CTS | 127 | 2710 | 86.6 |
| global route | 127 | 2710 | 95.0 |
| finish | 127 | 2610 | 85.5 |
==> path summary, 6_finish.rpt <==
| path | to | slack [ps] | depth (start not counted) | startpoint |
|---|---|---|---|---|
| setup / recovery | AEB | 210 | 8 | S[2] |
| hold / removal | X | 2610 | 5 | S[3] |
==> routing by layer <==
metal	vias to the layer above	GRT usage	wire (um)
met5	-	0	0
met4	0	0	0
met3	0	0.00795	100
li1	258	-	-
met1	207	0.0613	708
met2	15	0.0554	515
==> where the power goes <==
part	internal [uW]	switching [uW]	leakage, uW	total (uW)
logic	52.5	33.0	0.000255	85.5
clock network	0	0	0	0
registers	0	0	0	0
==> logic make-up (layout without fill, tap and decap cells) <==
logic type                after synthesis  in the layout  share of synthesized area
xor gates and xnor gates                5              5                      0.119
and+or+nand+nor                        23             23                      0.338
buffers and inverters                   2             26                     0.0205
AOI/OAI and AO/OA                      22             22                      0.365
muxes                                   5              5                      0.157
==> placed cells by master (no fill, tap or decap) <==
| cell type | netlist | final |
|---|---|---|
| o22ai_1 | 2 | 2 |
| or2b_1 | 1 | 1 |
| o21ai_0 | 5 | 5 |
| inv_1 | 2 | 2 |
| and3_1 | 1 | 1 |
| o21ai_2 | 1 | 1 |
| nor2b_1 | 2 | 2 |
| a221o_1 | 1 | 1 |
| dlymetal6s2s_1 | 0 | 1 |
| nor2_1 | 4 | 4 |
| a21oi_1 | 7 | 7 |
| a21o_1 | 1 | 1 |
| mux2_2 | 2 | 2 |
| o211ai_1 | 3 | 3 |
| nand2_4 | 1 | 1 |
| a211oi_1 | 1 | 1 |
| nand2_1 | 7 | 7 |
| clkdlybuf4s50_1 | 0 | 21 |
| nand2b_1 | 4 | 4 |
| and3_2 | 1 | 1 |
| o21ai_1 | 1 | 1 |
| nand3b_1 | 1 | 1 |
| mux2i_1 | 2 | 2 |
| mux2_4 | 1 | 1 |
| nand3_1 | 1 | 1 |
| xor2_1 | 1 | 1 |
| xnor2_1 | 4 | 4 |
| buf_4 | 0 | 2 |
==> what timing repair did <==
item	in CTS	in global routing
resized	0	1
hold buffers	0	0
endpoints found under the setup margin	0	1
==> critical path: stages <==
cell	delay, ps
clkdlybuf4s50_1	570
mux2_4	200
nand2_4	50
a221o_1	400
o21ai_2	150
xor2_1	170
and3_1	170
clkdlybuf4s50_1	460
==> layout make-up <==
| type | instances | share of cell area |
|---|---|---|
| multi-input combinational | 55 | 0.543 |
| timing repair buffer | 24 | 0.359 |
| tap | 46 | 0.0870 |
| inverter | 2 | 0.0113 |
Power is estimated from default activity; no workload was simulated.
