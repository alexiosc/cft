==> flow/design.v <==
`timescale 1ns/1ps
module gatedCounter(clk, clken, nclr, q);
   parameter bits = 4;
   input 		 clk, clken, nclr;
   output reg [bits-1:0] q;
   always @(posedge clk, negedge nclr) begin
      if (nclr == 1'b0) q <= 0;
      else if (clken == 1'b1) q <= q + 1;
   end
endmodule  
==> flow/run.sh <==
#!/bin/bash
# OpenROAD 26Q1-2900-gdf79404cd8, Yosys 0.63+post, stock flow scripts
make -C /OpenROAD-flow-scripts/flow DESIGN_CONFIG=/design/flow/config.mk WORK_HOME=/design/flow/orfs finish
==> flow/config.mk <==
export PLATFORM = sky130hd
export DESIGN_NAME = gatedCounter
export DESIGN_NICKNAME = gatedCounter
export VERILOG_FILES = /design/flow/design.v
export SDC_FILE = /design/flow/constraint.sdc
export NUM_CORES = 4
export LEC_CHECK = 1
export CORE_AREA = 10 10 70 70
export DIE_AREA = 0 0 80 80
==> flow/constraint.sdc <==
current_design gatedCounter

set clk_period 1.0
set clk_io_pct 0.2

create_clock -name clk0 -period $clk_period [get_ports {clk}]

set non_clock_inputs [all_inputs -no_clocks]
set_input_delay [expr $clk_period * $clk_io_pct] -clock clk0 $non_clock_inputs
set_output_delay [expr $clk_period * $clk_io_pct] -clock clk0 [all_outputs]
==> results.py <==
# Physical implementation metrics
metrics = {
    "outcome": {
        "status": "finished with violations",
        "violations": "negative setup slack",
    },
    "yosys": {
        "yosys.cell_count.top_type": "dfrtp_1",
        "synth_chip_area_um2": 160.2,
        "synthCells": 11,
        "async_flop_share": 1.000,
        "edf_count": 0,
        "ys_warn_count": 1,
        "top_area_cell": "dfrtp_1",
        "ys_seq_share": 0.6250,
        "synthesis.area_um2": 160.2,
        "yosys_cells": 11,
        "common_cells": "dfrtp_1, xnor2_1",
        "synth_area_per_cell_um2": 14.56,
        "ys_types": 7,
        "synth_flops": 4,
        "flop_cell": "dfrtp_1",
        "synth.top_cell.area_share": 0.6250,
        "top_cells_by_area": "dfrtp_1, xnor2_1, ha_1, mux2_2, xor2_1",
    },
    "floorplan": {
        "die_w_um": 80,
        "io-pin-count": 7,
        "die_h_um": 80,
        "core_um2": 3416,
        "fp-row-count": 21,
        "die_area_um2": 6400,
        "fp_util": 0.04689,
    },
    "cells_and_area": {
        "reg_top3": "q x4",
        "drive_gt1_frac": 0.6333,
        "utilization": 0.1121,
        "largest_register": "q",
        "final_cells": 76,
        "largest_reg_flops": 4,
        "syn_to_final_growth_pct": 139.1,
    },
    "worst_setup_path": {
        "critPathMaxFanout": 3,
        "worstReg2RegStart": "q[0]",
        "critPathMaxStageDelay_ns": 0.39,
        "cp.arrival_ns": 1.21,
        "crit_chain": "buf_6 > ha_4 > mux2_4",
        "worstSetupEndpointType": "flip-flop",
        "criticalPathCategory": "reg2reg",
        "cp_data_required_time_ns": 1.11,
        "startpoint_type": "flip-flop",
        "critPathSlowestCell": "dfrtp_1",
        "crit_start": "q[0]",
    },
    "sta": {
        "final_hold_viol_count": 0,
        "max_slew_margin": 0.8683,
        "rsz0062_at_grt": "true",
        "finalSetupViolCount": 2,
        "finalCriticalPeriod_ns": 1.099,
        "fin_ws_ns": -0.09901,
        "worst_slew_pin_slew_ns": 0.1969,
        "fmax_mhz": 909.9,
        "drv_slew": 0,
        "skew_ns": 0.002528,
        "period_used_share": 1.099,
        "whs_ns": 0.1756,
    },
    "placed_design": {
        "place.port_buffers": 6,
        "place_inst": 65,
        "place_congestion": 0.6234,
        "place_ws_ns": -0.2332,
    },
    "detailed_routing": {
        "wire_per_inst_um": 7.224,
        "num_vias": 157,
        "viasPerCell": 2.066,
        "ant_nets": 0,
        "firstDrtPassIters": 1,
        "drc": 0,
        "n_antenna_cell": 0,
        "drt-total-wl_um": 549,
        "drtIter0Drc": 0,
    },
    "clock_tree": {
        "hold_buffers": 0,
        "cts_tree": "done",
        "clock_latency_ns": 0.23,
        "h-tree-depth": 1,
        "cts.clk_slew.worst_paths_ns": 0.04,
        "cts_buffers": 3,
        "clk_path_buf_depth": 2,
        "cts.sinks": 4,
        "cts-root-buf": "clkbuf_4",
    },
    "job": {
        "warnings": 28,
        "max_cap_viol_count": 0,
    },
    "global_routing": {
        "grt_pass1_wl_um": 897,
        "grt_max_degree": 5,
        "first_global_vias": 189,
        "antenna_found_initial": 0,
        "grt_usage": 0.01902,
        "grt-ovfl-total": 0,
    },
    "power": {
        "ir_drop_mv": 1.466,
        "total_power_mw": 1.174,
        "p_per_area_nw_per_um2": 3067,
        "p_leak_nw": 0.1637,
    },
    "hold_path": {
        "min_path_type": "in2async",
    },
}
==> cell usage in the layout (no fill, tap or decap) <==
master / Yosys / routed
clkbuf_2: 0 / 1
nand4_1: 1 / 1
clkdlybuf4s50_1: 0 / 2
buf_6: 0 / 3
clkbuf_4: 0 / 3
buf_2: 0 / 3
ha_4: 0 / 1
xnor2_1: 2 / 2
mux2_4: 0 / 1
nand2_1: 1 / 1
buf_4: 0 / 7
xor2_1: 1 / 1
dfrtp_1: 4 / 4
==> layer usage <==
layer  wire, µm  part of all wire  vias up  GRT usage
met2        166              0.30       10    0.02006
li1           -                 -       78          -
met5          0                 0        -          0
met1        336              0.61       69    0.03004
met3         45             0.082        0    0.01136
met4          0                 0        0   0.003521
==> area by class of cell <==
type,instances,area (µm²)
fill,408,3033
timing repair buffer,16,126.4
multi-input combinational,7,76.32
tap,46,57.56
clock buffer,3,22.52
sequential,4,100.1
==> power by group <==
group	switching, mW	leakage [nW]	internal (mW)
logic	0.213	0.103	0.464
registers	0.0514	0.0469	0.250
clock network	0.0621	0.0138	0.134
==> final timing paths <==
path	end	slack, ns	depth (start not counted)
max	q[1]	-0.1	3
min	q[3]	0.18	1
max reg2reg	q[1]	-0.1	3
min reg2reg	q[3]	0.61	3
max in group asynchronous	q[1]	0.65	1
min in group clk0	q[3]	0.61	3
==> stage by stage <==
stage	area (µm²)	setup TNS (ns)
6_report	382.9	-0.1570
5_1_grt	382.9	-0.2140
4_1_cts	360.3	-0.1626
3_5_place_dp	292.8	-0.6952
3_3_place_gp	292.8	-0.5435
2_1_floorplan	160.2	-0.01556
==> kinds of logic (layout without fill, tap and decap cells) <==
kind of cell             after synthesis  count (layout)  share of synthesized area
XOR/XNOR                               3               3                     0.1641
adder cells (fa/ha/maj)                1               1                    0.07811
AND/OR/NAND/NOR                        2               2                    0.06250
multiplexers                           1               1                    0.07031
buffers and inverters                  0              19                          0
flip-flops                             4               4                     0.6250
==> repair_timing <==
item                       4_1_cts  5_1_grt
buffers inserted                 5        3
pin swaps                        0        3
resized                         15        3
setup endpoints to repair        5        3
cloned                           0        0
==> critical path, delay by kind of cell, from the launching register on <==
family	cells	cell delay (ns)
muxes	1	0.25
DFF	1	0.39
adders and majority gates	1	0.22
buffers and inverters	1	0.13
No activity file was given, so power comes from the tool's default toggle rates.
