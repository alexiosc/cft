File: /design/flow/config.mk
export PLATFORM = sky130hd
export DESIGN_NAME = comparator_85
export DESIGN_NICKNAME = comparator_85
export VERILOG_FILES = /design/flow/design.v
export SDC_FILE = /design/flow/constraint.sdc
export NUM_CORES = 4
export LEC_CHECK = 1
export CORE_AREA = 10 10 70 70
export DIE_AREA = 0 0 80 80
File: /design/flow/run.sh
#!/bin/bash
# OpenROAD 26Q1-2900-gdf79404cd8, Yosys 0.63+post, stock flow scripts
make -C /OpenROAD-flow-scripts/flow DESIGN_CONFIG=/design/flow/config.mk WORK_HOME=/design/flow/orfs finish
File: /design/flow/design.v
`timescale 1ns/10ps
module comparator_688 (a, b,  ng, neq);
   input [7:0] a, b;	 
   input       ng;	 
   output      neq;	 
   initial begin
   end
   assign #20 neq = (ng == 1'b0) ? ~(a == b) : 1'b1;
endmodule  
module comparator_85 (a, b, ilt, ieq, igt, olt, oeq, ogt);
   parameter delay = 20;
   input [3:0] a, b;
   input       ilt, ieq, igt;
   output      olt, oeq, ogt;
   reg 	       olt, oeq, ogt;
   wire [4:0]  csl, csg;
   initial begin
   end
   always @(a, b, ilt, igt, ieq) begin
      if (a[3] > b[3]) { ogt, olt, oeq } <= 3'b100;
      else if (a[3] < b[3]) { ogt, olt, oeq } <= 3'b010;
      else if (a[3] === b[3]) begin
	 if (a[2] > b[2]) { ogt, olt, oeq } <= 3'b100;
	 else if (a[2] < b[2]) { ogt, olt, oeq } <= 3'b010;
	 else if (a[2] === b[2]) begin
	    if (a[1] > b[1]) { ogt, olt, oeq } <= 3'b100;
	    else if (a[1] < b[1]) { ogt, olt, oeq } <= 3'b010;
	    else if (a[1] === b[1]) begin
	       if (a[0] > b[0]) { ogt, olt, oeq } <= 3'b100;
	       else if (a[0] < b[0]) { ogt, olt, oeq } <= 3'b010;
	       else if (a[0] === b[0]) begin
		  case ({ igt, ilt, ieq })
		    3'b000: { ogt, olt, oeq } = 3'b110;
		    3'b110: { ogt, olt, oeq } = 3'b000;
		    3'b001: { ogt, olt, oeq } = 3'b001;
		    3'b010: { ogt, olt, oeq } = 3'b010;
		    3'b100: { ogt, olt, oeq } = 3'b100;
		    3'b011: { ogt, olt, oeq } = 3'b001;
		    3'b101: { ogt, olt, oeq } = 3'b001;
		    3'b111: { ogt, olt, oeq } = 3'b001;
		  endcase  
	       end  
	    end  
	 end  
      end  
   end  
endmodule  
File: /design/flow/constraint.sdc
current_design comparator_85

set clk_period 1.0
set clk_io_pct 0.2

create_clock -name clk0 -period $clk_period

set non_clock_inputs [all_inputs -no_clocks]
set_input_delay [expr $clk_period * $clk_io_pct] -clock clk0 $non_clock_inputs
set_output_delay [expr $clk_period * $clk_io_pct] -clock clk0 [all_outputs]
==> impl_metrics.ini <==
; physical design summary
[layout]
seq_cell_count = 0
n_clock_buffer = 0
drive_gt1_share_pct = 62.3
regArea_um2 = 0
syn_to_final_growth_pct = 139

[yosys]
ys_seq_share_pct = 0
synth.avg_cell_area_um2 = 7.07
synthCells = 34
area_leaders = ha_1 42%, inv_1 13%, o21ai_0 8.3%, nand2b_1 5.2%, nor4_2 5.2%
ys_warn_count = 1
largest_area_cell = ha_1
top_cell_area_share_pct = 41.7
synth.cells.most_frequent = 8 x ha_1, 8 x inv_1, 4 x o21ai_0
ys_cells = 34
syn_area_um2 = 240
synth_cell_types = 13
ys_chip_area_um2 = 240

[timing]
fin_crit_ns = 1.50
tightest_slew_ns = 0.193
fin_ws_ns = -0.504
hold_viol = 0
fmax_mhz = 665
rsz0062_at_grt = yes
finalSetupViolCount = 3
post-route-period-util_pct = 150
report.final.slew_viol_count = 0
relSlewSlack_pct = 87.0
whs_ns = 0.838

[grt]
antenna_found_initial = 0
first_global_vias = 281
grt_util_all_layers_pct = 2.36
grt_start_max_net_pins = 6
overflow = 0
grt_first_pass_wirelength_um = 1260

[critical_path]
crit_end = ogt
start_kind = input pin
path_buffers = 3
max_stage_delay_ns = 0.35
worst_setup_path_end_kind = output port
crit_start = b[0]
worst-setup-path-type = in2out
critPathMaxFanout = 2
cp_cell_sequence = buf_8, inv_12, ha_4, or3b_1, a31oi_1, o22a_1, buf_2
cp_top_family = simple AND/OR/NAND/NOR gates
crit_cells = 7
worstPathArrival_ns = 1.30
cp.required_ns = 0.80
crit_slowest_cell = or3b_1

[die]
io_pins = 14
fp_util_pct = 7.03
fp.dieW_um = 80
fp-row-count = 21
die_h_um = 80
coreArea_um2 = 3420
chip_area_um2 = 6400

[power]
p_clk_share_pct = 0
p_sw_uw = 90.6
vdd_drop_max_v = 0.000171
switching_share_pct = 39.8
power_leakage_uw = 0.000241
power_density_nw_per_um2 = 396
comb_power_share_pct = 100.0
power.internal_uw = 137
seqPwrFrac_pct = 0

[worst_hold_path]
hp-class = in2out

[placement]
io_buffer_count = 14
post-dp-hpwl_um = 692
gp_congestion = 0.721
dp_slack_ns = -1.45

[outcome]
status = finished with violations
failed_checks = setup timing

[drt]
drc = 0
vias = 286
drt_wl_total_um = 762
firstDrtPassIters = 2
num_antenna_cells = 0
drt_iter0_markers = 11
vias_per_cell = 2.89
avgRoutedWirePerCell_um = 7.70
ant_nets = 0

[run]
warning_count = 39
max_cap_violations = 0
stage by stage:
stage               power (uW)  instances  area (um^2)  TNS (ns)  utilization, %
floorplan                 91.5         34          290    -0.410               -
global placement           207         99          526     -4.13            15.4
detailed placement         209         99          526     -4.20            15.4
CTS                        230         99          569     -1.37            16.7
global route               258         99          574     -1.39            16.8
finish                     228         99          574     -1.20            16.8
logic make-up (layout without fill, tap and decap cells):
group	after synthesis	after routing	share of synthesized area [%]
buffers and inverters	8	27	12.5
AND/OR/NAND/NOR	10	10	27.1
AND-OR/OR-AND	8	8	18.8
adder cells (fa/ha/maj)	8	8	41.7
how the worst min path moves through the flow:
stage	start	endpoint	slack, ns	cells past startpoint
4_1_cts	b[1]	oeq	0.86	5
5_1_grt	b[1]	oeq	0.87	5
6_report	b[1]	oeq	0.84	5
repair_timing:
item | in CTS | in global routing
hold buffers | 0 | 0
hold endpoints to repair | 0 | 0
buffers inserted | 0 | 0
endpoints found under the setup margin | 3 | 3
pin swaps | 10 | 5
gates cloned | 0 | 0
resized | 68 | 3
power groups by stage:
stage         clock network [uW]  registers (uW)  logic, uW
global route                   0               0        258
finish                         0               0        228
CTS                            0               0        230
area by class of cell:
cell class                 instances  area, um^2
timing repair buffer              19         179
tap                               46        57.6
multi-input combinational         26         285
inverter                           8        52.6
fill                             389        2840
placed cells by master (no fill, tap or decap), drive strengths merged, types with 2 or more instances in the layout:
cell     n
nand2b   2
inv      8
nor2     3
buf     16
ha       8
o21ai    4
a21oi    2
layer usage:
layer	track usage, %	part of all wire, %
met1	3.43	55
met2	3.61	38
met3	0.568	6.7
met4	0	0
met5	0	0
worst min-delay path, stage by stage:
cell    delay, ns
buf_6        0.08
ha_4         0.11
or4_4        0.12
nor4_4       0.03
buf_2        0.10
Power is estimated from default activity; no workload was simulated.
